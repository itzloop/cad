==> design/flow/design.v <==
`timescale 1ns / 1ps
module RegistersFile(
	 input clk,
    input write_enable,
    input [4:0]read_reg1,
    input [4:0]read_reg2,
    input [4:0]write_reg,
    input [31:0]write_data,
    output [31:0]read_data1,
    output [31:0]read_data2
    );
reg [31:0]registers[31:0];
assign read_data1 = registers[read_reg1];
assign read_data2 = registers[read_reg2];
integer i;
initial begin
    for (i = 0; i < 32; i = i + 1) begin
            registers[i] <= 32'd0;
    end
end
always @ ( posedge clk ) begin
    registers[0] = 0;
    if (write_enable && write_reg != 0)
        registers[write_reg] = write_data;
end
endmodule
==> design/flow/run.sh <==
#!/bin/bash
# OpenROAD 26Q1-2900-gdf79404cd8, Yosys 0.63+post, stock flow scripts
make -C /OpenROAD-flow-scripts/flow DESIGN_CONFIG=/design/flow/config.mk WORK_HOME=/design/flow/orfs finish
==> design/flow/config.mk <==
export PLATFORM = sky130hd
export DESIGN_NAME = RegistersFile
export DESIGN_NICKNAME = RegistersFile
export VERILOG_FILES = /design/flow/design.v
export SDC_FILE = /design/flow/constraint.sdc
export NUM_CORES = 4
export LEC_CHECK = 1
export CORE_UTILIZATION = 50
==> design/flow/constraint.sdc <==
current_design RegistersFile

set clk_period 7.3
set clk_io_pct 0.2

create_clock -name clk0 -period $clk_period [get_ports {clk}]

set non_clock_inputs [all_inputs -no_clocks]
set_input_delay [expr $clk_period * $clk_io_pct] -clock clk0 $non_clock_inputs
set_output_delay [expr $clk_period * $clk_io_pct] -clock clk0 [all_outputs]
==> summary.txt <==
Results of the full flow below.

Worst setup path:
- The critical path's slowest stage uses the library cell sky130_fd_sc_hd__nor2b_4.
- The run gives the cell family contributing the most delay on the critical path as buffers and inverters.
- In this design, the critical path's most frequently occurring cell is sky130_fd_sc_hd__clkdlybuf4s50_1.
- STA classifies the critical path endpoint as an output port.
- In this run the critical path is formed by clkdlybuf4s50_1 > nor2b_4 > buf_4 > a22o_1 > nor3_1 > a31oi_1 > nand3_1 > clkdlybuf4s50_1.
- The run gives the endpoint arrival time on the critical path as 4700 ps.
- The longest incremental delay of any stage on the critical path is reported as 750 ps.
- The run puts the maximum fanout along the worst path at 16.
- The run gives the number of buffer and inverter stages on the critical path as 3.
- The worst setup path is launched from an input port.
- At the worst endpoint, the required time is 5840 ps.
- The critical path is of the in -> out type.

Die:
- The run gives the die area as 0.0982 sq mm.
- The run gives the width of the die as 313 um.
- The run puts the placement row count at 113.
- The floorplan step records an initial core utilization of 0.507.
- The core region is 0.0956 sq mm.
- The die is 313 um tall.
- According to the I/O placement log, the pin count is 113.

Cells and area:
- Of the cells placed in the final design, the portion with a size suffix greater than 1 is 0.0934.
- Leaving out fill and tap cells, the most frequent cell in the layout is sky130_fd_sc_hd__mux2i_1.
- The run gives the number of standard cells in the layout, taps in and fillers out as 4888.
- By instance count after routing, the leading logic cell types are 1024 x sky130_fd_sc_hd__mux2i_1, 992 x sky130_fd_sc_hd__edfxtp_1, 194 x sky130_fd_sc_hd__nand3_1.
- After filler insertion, the fill cell instance count of the layout stands at 7217.
- Counting flops per register, the top entry is registers.
- The largest registers in the layout are registers: 1024 flops.
- The run gives the number of flip-flops under the largest register name as 1024.
- The run puts the combined area of the multi-input logic cells at 0.0169 sq mm.
- The run puts the flip-flop and latch area at 0.0304 sq mm.
- The run gives the area added between synthesis and finish as 13.3%.

Power:
- The run gives the worst IR drop on VDD as 0.202 mV.
- The run puts the combinational share of power at 0.093.
- The run puts the share of total power consumed by net switching at 0.228.
- The run puts the sequential cell fraction of total power at 0.499.
- The share of total power dissipated in the clock network is 0.408.
- The run puts the power density over the cells at 239 mW/mm^2.
- The run puts the leakage power figure at 20.4 nW.
- The run puts the switching power at 3.00 mW.
- The power report lists cell-internal power as 10.1 mW.

Route:
- The routed design has 150000 um of wire.
- The run puts the number of optimization iterations in the first detailed-route pass at 6.
- The run puts the count of vias placed by the detailed router at 31026.
- The run gives the routed length per instance as 30.8 um.
- The run puts the number of DRC violations after detailed routing at 0.
- The run puts the mean number of vias per cell at 6.35.
- In this run, the number of DRC markers left after iteration 0 of detailed routing was 1982.
- The count of nets left with antenna violations once routing finished came out at 0.

Clock network:
- The run gives the hold-fix buffer count after cts as 0.
- In this run the clock root is driven by a sky130_fd_sc_hd__clkbuf_16.
- The run puts the number of buffers on the longest clock path at 3.
- On the worst setup and hold paths after CTS, the clock-pin slew comes to 60 ps.
- In this run, CTS created clock tree buffers numbering 108.
- The run gives the clock tree from TritonCTS as built.
- The run gives the H-tree depth as 3.
- The run puts the post-CTS setup-driven buffer insertion count at 0.
- The run puts the count of cells resized by post-cts repair at 0.
- The clock net in this run drives a total of 1024 sinks.

Final timing:
- In the finished design, the share of the clock period the worst path needs comes to 0.844.
- The run puts the number of setup violations in the final report at 0.
- The run gives the worst max-slew margin expressed relative to the limit as 0.352.
- The run gives the accumulated negative setup slack as 0 ps.
- The run gives the worst setup margin as 1140 ps.
- The run gives the maximum clock rate as 0.162 GHz.
- The run gives the minimum clock period after layout as 6160 ps.
- The run gives the final tally of max-slew violations as 0.
- Setup repair after global routing left no endpoint under its margin.
- The run gives the total count of hold-check failures in the final report as 0.
- The run gives the actual transition at the worst max-transition pin as 969 ps.

Place:
- The run gives the count of input and output buffers as 112.
- The run gives the pre-CTS setup slack as 1260 ps.
- The run puts the post-DP HPWL at 84200 um.
- The run gives the count of placed standard cells including taps as 4682.
- The placement summary gives the final routability congestion estimate as 0.893.

Synth:
- The run puts the fraction of registers with async set/reset at 0.
- A synthesized cell averages 14.3 sq um.
- The run puts the count of flip-flops with a built-in enable after synthesis at 992.
- Per the synthesis report, the number of distinct cell types is 25.
- The synthesized netlist was found by Yosys to have 3386 cells.
- For this run, the chip area from Yosys synthesis comes to 0.0485 sq mm.
- Looking at the cell usage after synthesis, the top flip-flop cell is sky130_fd_sc_hd__edfxtp_1.
- Counting every instance in the synthesized netlist gives 3386.
- The run puts the yosys synthesis warning count at 1.
- The mapped netlist covers 0.0485 sq mm.
- The run puts the sequential fraction of the synthesis area at 0.628.
- Yosys reported a register bit count of 1024.

Worst hold path:
- Looking at hold timing, the worst path starts from write_data[31].
- The run gives the path type of the worst min-delay path as in -> reg.
- The run gives the destination of the worst hold path as registers[10][31].
- The report gives the cell count of the worst hold path as 2.

Outcome:
- The run finished with clean final reports.

Global route:
- Entering global routing, the biggest net connects 100 pins.
- The run puts the total global-route track usage at 0.339.
- The number of global-route vias before repair was 32780.
- The first global-routing pass estimated 218000 um of wire.
- After global routing the overflow that remains totals 0.
- The run gives the number of antenna violations at the first check in global routing as 2.

Flow run:
- The run gives the total number of warnings across the stage logs as 26.
- The run gives the reported max-cap violation count as 0.
==> cell usage after synthesis, types with 8 or more instances <==
| master | n | area, sq um |
|---|---|---|
| sky130_fd_sc_hd__a31oi_1 | 64 | 400 |
| sky130_fd_sc_hd__mux2i_1 | 1024 | 10200 |
| sky130_fd_sc_hd__nand2_1 | 195 | 732 |
| sky130_fd_sc_hd__nor3_1 | 64 | 320 |
| sky130_fd_sc_hd__buf_2 | 68 | 340 |
| sky130_fd_sc_hd__nor2_1 | 34 | 128 |
| sky130_fd_sc_hd__edfxtp_1 | 992 | 29800 |
| sky130_fd_sc_hd__buf_1 | 8 | 30.0 |
| sky130_fd_sc_hd__a22o_1 | 128 | 1120 |
| sky130_fd_sc_hd__nand3_1 | 194 | 971 |
| sky130_fd_sc_hd__dfxtp_1 | 32 | 641 |
| sky130_fd_sc_hd__buf_4 | 48 | 360 |
| sky130_fd_sc_hd__a22oi_1 | 192 | 1440 |
| sky130_fd_sc_hd__clkbuf_1 | 80 | 300 |
| sky130_fd_sc_hd__buf_6 | 45 | 507 |
| sky130_fd_sc_hd__a21oi_1 | 192 | 961 |
==> worst max path at each step <==
| stage | start | cells after the start | endpoint | slack [ps] |
|---|---|---|---|---|
| 5_1_grt | read_reg2[0] | 8 | read_data2[11] | 1030 |
| 4_1_cts | read_reg2[0] | 8 | read_data2[11] | 1230 |
| 6_report | read_reg2[0] | 8 | read_data2[10] | 1140 |
==> through the flow <==
| step | power [mW] | util | hold WS [ps] | area [sq um] |
|---|---|---|---|---|
| after floorplan | 7.35 | - | 1560 | 48600 |
| after global placement | 7.89 | 0.538 | 2290 | 51400 |
| after detailed placement | 7.90 | 0.538 | 2290 | 51400 |
| after CTS | 13.2 | 0.574 | 1570 | 54900 |
| after global routing | 13.5 | 0.574 | 1600 | 54900 |
| final | 13.1 | 0.575 | 1600 | 54900 |
==> power groups by stage <==
stage | combinational, mW | clock [mW] | sequential, mW
CTS | 1.22 | 5.41 | 6.56
global route | 1.30 | 5.65 | 6.56
finish | 1.23 | 5.36 | 6.56
==> layout make-up <==
class | count | share of cell area
multi-input cells | 2140 | 0.308
diodes | 3 | 0.000137
repair buffers | 253 | 0.0463
well taps | 1265 | 0.0288
flip-flops and latches | 1024 | 0.554
clock buffers | 161 | 0.0570
clock inverters | 42 | 0.00611
==> layer usage <==
| layer | part of all wire | vias up | GRT usage |
|---|---|---|---|
| met5 | 0.00090 | - | 0.00822 |
| met4 | 0.038 | 3 | 0.0945 |
| met3 | 0.16 | 326 | 0.230 |
| met2 | 0.46 | 1926 | 0.490 |
| met1 | 0.34 | 15155 | 0.433 |
| li1 | - | 13616 | - |
==> kinds of logic (layout without fill, tap and decap cells) <==
family,count (synthesis),after routing,synth area share
multiplexers,1024,1024,0.211
flip-flops,1024,1024,0.628
AND-OR/OR-AND,576,576,0.0810
AND/OR/NAND/NOR,508,508,0.0474
buffers and inverters,253,456,0.0323
other,1,35,0.0000774
Power and IR drop assume default switching activity.
