--- flow/run.sh ---
#!/bin/bash
# OpenROAD 26Q1-2900-gdf79404cd8, Yosys 0.63+post, stock flow scripts
make -C /OpenROAD-flow-scripts/flow DESIGN_CONFIG=/design/flow/config.mk WORK_HOME=/design/flow/orfs finish
--- flow/config.mk ---
export PLATFORM = sky130hd
export DESIGN_NAME = Carry_Look_Ahead_Adder_16bit
export DESIGN_NICKNAME = Carry_Look_Ahead_Adder_16bit
export VERILOG_FILES = /design/flow/design.v
export SDC_FILE = /design/flow/constraint.sdc
export NUM_CORES = 4
export LEC_CHECK = 1
export CORE_AREA = 10 10 80 80
export DIE_AREA = 0 0 90 90
--- flow/constraint.sdc ---
current_design Carry_Look_Ahead_Adder_16bit

set clk_period 12.2
set clk_io_pct 0.2

create_clock -name clk0 -period $clk_period

set non_clock_inputs [all_inputs -no_clocks]
set_input_delay [expr $clk_period * $clk_io_pct] -clock clk0 $non_clock_inputs
set_output_delay [expr $clk_period * $clk_io_pct] -clock clk0 [all_outputs]
--- flow/design.v ---
`timescale 1ns / 1ps
module CLA_4bit(
	input[3:0] a,
	input[3:0] b,
	input cin,
	output [3:0] s,
	output cout
 );
	wire[3:0] p, g, c;
	assign p=a^b;
	assign g=a&b;
	assign c[0]=cin;
	assign c[1]= g[0] | (p[0] & c[0]);
	assign c[2]= g[1] | (p[1] & g[0]) | p[1] & p[0] & c[0];
	assign c[3]= g[2] | (p[2] & g[1]) | p[2] & p[1] & g[0] | p[2] & p[1] & p[0] & c[0];
	assign cout= g[3] | (p[3] & g[2]) | p[3] & p[2] & g[1] | p[3] & p[2] & p[1] & g[0] | p[3] & p[2] & p[1] & p[0] & c[0];
	assign s = p ^ c;
endmodule
`timescale 1ns / 1ps
module Carry_Look_Ahead_Adder_16bit(
	input[15:0] A,
	input[15:0] B,
	input CIN,
	output[15:0] S,
	output c_cout
 );
	wire c1,c2,c3;
	CLA_4bit CLA_1 (.a(A[3:0]), .b(B[3:0]), .cin(CIN), .s(S[3:0]), .cout(c1));
	CLA_4bit CLA_2 (.a(A[7:4]), .b(B[7:4]), .cin(c1), .s(S[7:4]), .cout(c2));
	CLA_4bit CLA_3(.a(A[11:8]), .b(B[11:8]), .cin(c2), .s(S[11:8]), .cout(c3));
	CLA_4bit CLA_4(.a(A[15:12]), .b(B[15:12]), .cin(c3), .s(S[15:12]), .cout(c_cout));
endmodule
==> flow_metrics.env <==
# flow metrics
export IMPL_fin_tns_setup_ns=0
export IMPL_pin_count=50
export IMPL_hold_start="CIN"
export IMPL_openroad_warnings=32
export IMPL_end_kind="output pin"
export IMPL_layout_drive_gt1_share_pct=1.72
export IMPL_drv_slew=0
export IMPL_synth_cells=66
export IMPL_synthToLayoutAreaGrowth_pct=96.3
export IMPL_crit_fanout=4
export IMPL_fp_dieH_um=90
export IMPL_flop_area_um2=0
export IMPL_arrival_ns=5.38
export IMPL_finalClockPeriodUsage_pct=64.1
export IMPL_rsz0062_at_grt="no"
export IMPL_dpl_instance_area_mm2=0.00119
export IMPL_wire_per_inst_um=11.2
export IMPL_crit_type="input pin to output pin"
export IMPL_tightest_slew_ns=0.205
export IMPL_antenna_left=0
export IMPL_relSlewSlack_pct=86.4
export IMPL_ys_chip_area_um2=607
export IMPL_fin_crit_ns=7.82
export IMPL_synth_area_um2=607
export IMPL_via_per_inst=3.56
export IMPL_dr_first_iter_drc_count=9
export IMPL_die_x_um=90
export IMPL_fin_total_pwr_uw=62.1
export IMPL_grt_pass1_vias=722
export IMPL_comb_area_um2=584
export IMPL_synth_cell_types=20
export IMPL_overflow=0
export IMPL_seq_area_frac_synth_pct=0
export IMPL_drt_pass1_iter_count=4
export IMPL_post_cts_resized=0
export IMPL_total_leakage_power_uw=0.000521
export IMPL_status="finished, final reports clean"
export IMPL_fill_cells=515
export IMPL_flop_count=0
export IMPL_clkbuf_count=0
export IMPL_fin_ws_ns=4.38
export IMPL_antennaDiodeCount=0
export IMPL_layout_top_cell="clkdlybuf4s50_1"
export IMPL_dp_hpwl_um=1930
export IMPL_gp_congestion=0.715
export IMPL_drc=0
export IMPL_port_buffers=50
export IMPL_clock_fmax_mhz=128
export IMPL_wl_um=2040
export IMPL_grtUsageTotal_pct=4.97
export IMPL_final_area_mm2=0.00119
export IMPL_num_vias=652
export IMPL_power_density_mw_per_mm2=52.2
export IMPL_chipArea_mm2=0.00810
export IMPL_ir_drop_mv=0.0147
export IMPL_syn_mean_instance_area_um2=9.19
export IMPL_setup_violations=0
export IMPL_cts_setup_buffers=0
export IMPL_place_ws_ns=4.37
export IMPL_row_count=25
export IMPL_required_ns=9.76
export IMPL_lay_top_cells="clkdlybuf4s50_1, ha_1, xnor2_1"
export IMPL_grt_pass1_wl_um=3470
export IMPL_core_region_area_mm2=0.00472
export IMPL_cp_startpoint="A[6]"
export IMPL_grt_max_degree=5
export IMPL_grt_antenna_before_repair=0
export IMPL_ys_cells=66
export IMPL_maxCapViolations=0
export IMPL_postCtsHoldBufs=0
export IMPL_fp_util_pct=12.8
export IMPL_hold_class="input pin to output pin"
export IMPL_finalHoldViolations=0
export IMPL_critPathLaunchType="input pin"
export IMPL_yosys_warnings=0
==> synth_stat cells <==
library cell  number  share of area, %
a21o_1             7               8.7
a31o_1             1               1.4
or2_1              1               1.0
ha_1              16                33
and3_1             1               1.0
a221o_1            2               3.3
a31oi_1            2               2.1
xor2_1             4               5.8
and4_1             1               1.4
nor2b_1            2               2.1
xnor2_1            8                12
nor2_1             2               1.2
a31o_2             1               1.4
o22ai_1            1               1.0
o21bai_1           1               1.2
a21oi_1            4               3.3
nand3_1            1              0.82
a41oi_2            1               2.7
fa_1               4                13
inv_1              6               3.7
==> critical path, stage by stage <==
cell             delay (ns)
clkdlybuf4s50_1        0.41
ha_1                   0.35
a21o_1                 0.19
a221o_1                0.34
a31o_1                 0.23
a221o_1                0.39
fa_1                   0.40
xor2_1                 0.15
clkdlybuf4s50_1        0.48
==> logic make-up after synthesis <==
group	count (synthesis)	share of synthesized area [%]
XOR/XNOR	12	17.3
buffers and inverters	6	3.71
AND/OR/NAND/NOR	8	7.63
AND-OR/OR-AND	20	25.2
adder cells (fa/ha/maj)	20	46.2
==> metrics by stage <==
stage / utilization, % / hold slack (ns) / cells
after floorplan: - / 4.99 / 66
final: 25.2 / 5.95 / 183
after CTS: 25.2 / 5.96 / 183
after detailed placement: 25.2 / 5.96 / 183
after global placement: 25.2 / 5.96 / 183
after global routing: 25.2 / 6.02 / 183
==> where the power goes <==
part / switching (uW) / leakage [uW] / internal, uW
Clock: 0 / 0 / 0
Sequential: 0 / 0 / 0
Combinational: 19.3 / 0.000521 / 42.8
==> path summary, 6_finish.rpt <==
path,end,slack (ns),depth (start not counted)
worst max-delay path,S[13],4.38,9
worst min-delay path,S[0],5.95,5
==> metal layers <==
layer	wire length, um	global-route usage, %	part of all wire [%]
met5	0	0	0
met4	0	0	0
met3	155	1.34	7.6
met2	884	8.23	43
met1	1000	6.71	49
==> layout make-up <==
cell class / count / area share, %
Inverter: 6 / 1.89
Multi-Input combinational cell: 60 / 49.1
Tap cell: 67 / 7.04
Timing Repair Buffer: 50 / 42.0
Power figures rest on the tool's default switching activity, not on a simulated workload.
