[flow/constraint.sdc]
current_design Multiplier

set clk_period 8.1
set clk_io_pct 0.2

create_clock -name clk0 -period $clk_period

set non_clock_inputs [all_inputs -no_clocks]
set_input_delay [expr $clk_period * $clk_io_pct] -clock clk0 $non_clock_inputs
set_output_delay [expr $clk_period * $clk_io_pct] -clock clk0 [all_outputs]
[flow/run.sh]
#!/bin/bash
# OpenROAD 26Q1-2900-gdf79404cd8, Yosys 0.63+post, stock flow scripts
make -C /OpenROAD-flow-scripts/flow DESIGN_CONFIG=/design/flow/config.mk WORK_HOME=/design/flow/orfs finish
[flow/config.mk]
export PLATFORM = sky130hd
export DESIGN_NAME = Multiplier
export DESIGN_NICKNAME = Multiplier
export VERILOG_FILES = /design/flow/design.v
export SDC_FILE = /design/flow/constraint.sdc
export NUM_CORES = 4
export LEC_CHECK = 1
export CORE_AREA = 10 10 70 70
export DIE_AREA = 0 0 80 80
[flow/design.v]
`timescale 1ns / 1ps
module FA_Universal_Structural(
	input a,
	input b,
	input cin,
	output cout,
	output s
    );
	wire w1, w2, first_xor;
	Universal_XOR uxor(
		.a(a),
		.b(b),
		.out(first_xor)
	);
	and (w1, a, b);
	and (w2, first_xor, cin);
	or ( cout, w1, w2);
	Universal_XOR uxor2(
		.a(first_xor),
		.b(cin),
		.out(s)
	);
endmodule
module Universal_XOR(
	input a,
	input b,
	output out
);
wire w1, w2, w3;
nand(w1, a, b);
nand(w2, a, w1);
nand(w3, b, w1);
nand(out, w2, w3);
endmodule
`timescale 1ns / 1ps
module Multiplier(
	input [3:0]a,
	input [3:0]b,
	output [7:0]mul
    );
	wire [3:0]win0;
	wire [3:0]win1;
	and(win0[0], a[0], b[1]);
	and(win0[1], a[0], b[2]);
	nand(win0[2], a[0], b[3]);
	assign win0[3] = 1'b1; 
	and(win1[0], a[1], b[0]);
	and(win1[1], a[1], b[1]);
	and(win1[2], a[1], b[2]);
	nand(win1[3], a[1], b[3]);
	and(mul[0], a[0], b[0]);
	wire [4:0] out1;
	Adder_Universal adder0(
		.a(win0),
		.b(win1),
		.cin(0),
		.cout(out1[4]),
		.s(out1[3:0])
	);
	assign mul[1] = out1[0];
	wire [3:0]win2;
	wire [4:0] out2;
	and(win2[0], a[2], b[0]);
	and(win2[1], a[2], b[1]);
	and(win2[2], a[2], b[2]);
	nand(win2[3], a[2], b[3]);
	Adder_Universal adder1(
		.a(win2),
		.b(out1[4:1]),
		.cin(0),
		.cout(out2[4]),
		.s(out2[3:0])
	);
	assign mul[2] = out2[0];
	wire [3:0]win3;
	wire out;
	reg outtemp;
	nand(win3[0], a[3], b[0]);
	nand(win3[1], a[3], b[1]);
	nand(win3[2], a[3], b[2]);
	and(win3[3], a[3], b[3]);
	Adder_Universal adder2(
		.a(win3),
		.b(out2[4:1]),
		.cin(0),
		.cout(out),
		.s(mul[6:3])
	);
	FA_Universal_Structural fa0(
		.a(out),
		.b(1),
		.cin(0),
		.s(mul[7])
	);
endmodule
module Adder_Universal(
	input [3:0]a,
	input [3:0]b,
	input cin,
	output [3:0]s,
	output cout
);
	FA_Universal_Structural fa0 (
		.a(a[0]), 
		.b(b[0]), 
		.cin(cin), 
		.cout(cout_internal0), 
		.s(s[0])
	);
	FA_Universal_Structural fa1 (
		.a(a[1]), 
		.b(b[1]), 
		.cin(cout_internal0), 
		.cout(cout_internal1), 
		.s(s[1])
	);
	FA_Universal_Structural fa2 (
		.a(a[2]), 
		.b(b[2]), 
		.cin(cout_internal1), 
		.cout(cout_internal2), 
		.s(s[2])
	);
	FA_Universal_Structural fa3 (
		.a(a[3]), 
		.b(b[3]), 
		.cin(cout_internal2), 
		.cout(cout), 
		.s(s[3])
	);
endmodule
==> reports/qor.yml <==
firstDrtPassIters: 2
critPathMostFrequentCell: "fa_1"
dpl.cell_count: 100
worstPathMaxFanout: 4
dieArea_mm2: 0.006400
yosysTopAreaCell: "fa_1"
critPathMaxStageDelay_ns: 0.53
place.gp.congestion: 0.7171
wl_per_cell_um: 7.770
syn_inst: 45
fmax_mhz: 130.8
drv_cap: 0
dr.first_iter.drc_count: 6
fill_cells: 390
worst-setup-path-type: "in2out"
mostFrequentLayoutCell: "clkdlybuf4s50_1"
wl_um: 777
critPathLaunchType: "input pin"
die-width_um: 80
ant_nets: 0
ys_cells: 45
fin_setup_tns_ns: 0
slowest_stage: "clkdlybuf4s50_1"
drive_gt1_share_pct: 0
tightest_slew_ns: 0.1457
io-pin-count: 16
fp_util_pct: 11.21
drv_slew: 0
ys_chip_area_um2: 382.9
dp_hpwl_um: 741.9
grt-ovfl-total: 0
ir_drop_uv: 14.59
cts.repair.resized: 0
max_slew_margin_pct: 90.26
postCtsSetupBuffers: 0
diodes: 0
finalSetupViolCount: 0
vias: 283
antenna_found_initial: 0
leakage_nw: 0.2285
avgSynthCellArea_um2: 8.508
yosysWarnings: 8
first_global_vias: 332
lay_top_cells: "16 x clkdlybuf4s50_1, 10 x inv_1, 9 x and2_1, 8 x fa_1, 7 x nand2_1"
fp.dieH_um: 80
area_leaders: "fa_1 42%, and2_1 15%, buf_4 14%"
cp_data_required_time_ns: 6.48
crit_buf_inv: 4
crit_path_cell_trace: "clkdlybuf4s50_1, and2_1, ha_1, inv_1, fa_1, fa_1, fa_1, fa_1, fa_1, inv_1, fa_1, fa_1, clkdlybuf4s50_1"
seq_area_um2: 0
synth_top_area_share_pct: 41.83
period_used_pct: 94.41
stdcell_count: 100
grt_usage_pct: 2.685
drc: 0
via_per_inst: 2.830
status: "complete, no violations"
placement_rows: 21
power_density_mw_per_mm2: 91.17
arrival_ns: 6.03
critPathTopFamily: "adder cells"
postCtsHoldBufs: 0
netlist_area_um2: 382.9
area_growth_pct: 43.14
synth_cell_types: 6
period_needed_ns: 7.647
coreArea_mm2: 0.003416
hp-class: "in2out"
yosysSeqAreaShare_pct: 0
clkbuf_count: 0
n_sequential_cell: 0
grt_first_pass_wirelength_um: 1435
grt_max_degree: 5
worstSetupEndpointType: "output port"
hold_viol: 0
warning_count: 32
rsz0062_at_grt: "no"
port_buffers: 16
==> worst paths after layout <==
kind	startpoint	endpoint	slack (ns)	depth (start not counted)
worst max-delay path	b[1]	mul[6]	0.45	13
worst min-delay path	a[0]	mul[0]	4.24	3
==> synthesized netlist by cell type <==
cell,count
inv_1,10
ha_1,4
and2_1,9
buf_4,7
nand2_1,7
fa_1,8
==> metal layers <==
metal	vias to the layer above	wire length (um)	share of wire (%)	GRT usage, %
met5	-	0	0	0
met4	0	0	0	0
met3	0	65	8.4	0.5682
met2	6	441	57	5.457
met1	137	270	35	2.859
li1	140	-	-	-
==> where the power goes <==
group | switching, mW | internal (mW) | leakage, nW
clock | 0 | 0 | 0
combinational | 0.0165 | 0.0335 | 0.228
sequential | 0 | 0 | 0
total | 0.0165 | 0.0335 | 0.228
==> logic make-up after synthesis <==
kind of cell / after synthesis / share of synthesized area (%)
fa+ha+maj: 12 / 54.90
simple gates: 16 / 21.57
buf+inv: 17 / 23.53
==> layout make-up <==
cell class / count / area (um2) / area share (%)
Multi-Input combinational cell: 28 / 292.8 / 53.42
Tap cell: 46 / 57.56 / 10.50
Inverter: 10 / 37.54 / 6.849
Timing Repair Buffer: 16 / 160.2 / 29.22
==> metrics by stage <==
| stage | area [um2] | total power [mW] | hold slack [ns] | utilization, % | worst slack (ns) |
|---|---|---|---|---|---|
| 3_5_place_dp | 548.0 | 0.05186 | 4.259 | 16.04 | 0.4204 |
| 6_report | 548.0 | 0.04996 | 4.243 | 16.04 | 0.4529 |
| 2_1_floorplan | 382.9 | 0.03360 | 3.312 | - | 1.457 |
| 5_1_grt | 548.0 | 0.05979 | 4.283 | 16.04 | 0.2618 |
| 4_1_cts | 548.0 | 0.05269 | 4.265 | 16.04 | 0.4152 |
| 3_3_place_gp | 548.0 | 0.05254 | 4.269 | 16.04 | 0.4231 |
Power and IR drop assume default switching activity.
